==> flow/design.v <==
module LFSR (
    input  wire  DATA,              
    input  wire  ACTIVE,            
    input  wire  CLK,               
    input  wire  RST,               
    output reg   CRC,               
    output reg   valid              
);
    localparam SEED = 8'hD8 ;
    localparam Taps = 7'b0111011 ; 
    integer i;   
    reg   [7:0] LFSR ;
    wire        feedback ;
    reg         counter_enable ;
    reg   [3:0] counter ;            
    reg         flag ;
    always @(posedge CLK or negedge RST) begin
        if(!RST) begin
            LFSR  <= SEED ;
            CRC   <= 0 ;
            valid <= 0 ;
            counter_enable <= 0 ;
            flag <= 0 ;
        end
        else begin
            if(ACTIVE) begin
                counter_enable <= 0;
                flag <= 0 ;
                LFSR[7] <= feedback ;
                for (i = 6; i > 0; i = i - 1) begin
                    if(Taps[i]) begin
                        LFSR[i] <= LFSR[i+1] ;
                    end
                    else begin
                        LFSR[i] <= LFSR[i+1] ^ feedback ;
                    end
                end  
            end
            else if(!ACTIVE && flag == 0) begin
                counter_enable <= 1 ;
                if(counter < 8) begin
                    {LFSR[6:0], CRC} <= LFSR ;
                    valid <= 1'b1 ;
                end
                else begin
                    flag <= 1 ;
                    CRC <= 0 ;
                    counter_enable <= 0;
                    valid <= 0 ;
                end
            end
        end
    end
    always @(posedge CLK or negedge RST) begin
        if(!RST) begin
            counter <= 0;
        end
        else begin
            if(counter_enable)
                counter <= (counter > 8) ? 0 : counter + 1 ;
            else 
                counter <= 0 ;
        end
    end
    assign feedback = DATA ^ LFSR[0] ;
endmodule
==> flow/run.sh <==
#!/bin/bash
# OpenROAD 26Q1-2900-gdf79404cd8, Yosys 0.63+post, stock flow scripts
make -C /OpenROAD-flow-scripts/flow DESIGN_CONFIG=/design/flow/config.mk WORK_HOME=/design/flow/orfs finish
==> flow/config.mk <==
export PLATFORM = sky130hd
export DESIGN_NAME = LFSR
export DESIGN_NICKNAME = LFSR
export VERILOG_FILES = /design/flow/design.v
export SDC_FILE = /design/flow/constraint.sdc
export NUM_CORES = 4
export LEC_CHECK = 1
export CORE_AREA = 10 10 90 90
export DIE_AREA = 0 0 100 100
export SYNTH_HDL_FRONTEND = slang
==> flow/constraint.sdc <==
current_design LFSR

set clk_period 1.7
set clk_io_pct 0.2

create_clock -name clk0 -period $clk_period [get_ports {CLK}]

set non_clock_inputs [all_inputs -no_clocks]
set_input_delay [expr $clk_period * $clk_io_pct] -clock clk0 $non_clock_inputs
set_output_delay [expr $clk_period * $clk_io_pct] -clock clk0 [all_outputs]
==> out/qor.yml <==
hold_violations: 0
ys_async_sr_fraction_pct: 100
htree_num_levels: 1
grt_pass1_vias: 480
yosys-top-cells-area: "dfrtp_1 (43%), dfstp_2 (15%), nand2_1 (7.0%)"
sw_frac_of_total_pct: 25.4
synthCells: 65
cp_slowest_stage_delay_ns: 0.48
synth_seq_share_pct: 57.9
rows: 29
core_area_um2: 6280
ir_drop_mv: 0.805
crit_type: "reg -> out"
warnings: 26
grt_usage_pct: 2.72
grt_max_degree: 17
tightest_slew_ns: 0.298
syn_area_um2: 701
cts_buffers: 3
required_ns: 1.36
rsz0062_at_grt: "false"
synth-edff-count: 0
design_area_um2: 910
firstDrtPassIters: 4
setup_ws_ns: 0.294
setup_violations: 0
place_hpwl_um: 892
cts_setup_buffers: 0
use_met3_pct: 1.25
crit_path_cell_trace: "clkdlybuf4s50_1"
grt_antenna_before_repair: 0
wl_per_cell_um: 8.09
cts_tree: "done"
layout_min_cycle_time_ns: 1.41
timing.final.max_slew_violations: 0
drive_above_1_share_pct: 16.0
grt_first_pass_wirelength_mm: 2.26
critPathBufInv: 1
arrival_ns: 1.07
end_kind: "output pin"
cts_root_buffer: "clkbuf_8"
relSlewSlack_pct: 80.0
ys_chip_area_um2: 701
pin_count: 6
met2_usage_pct: 3.73
synthDistinctLibCells: 23
place_ws_ns: 0.138
crit_slowest_cell: "clkdlybuf4s50_1"
antenna_left: 0
initCoreUtil_pct: 11.2
synthFlopType: "dfrtp_1"
grt_overflow_total: 0
portBuffers: 5
cts_hold_buf: 0
p_seq_share_pct: 51.8
die_y_um: 100
finClkSkew_ns: 0.00259
ys.flops: 16
critPathLaunchType: "flip-flop"
status: "finished, final reports clean"
netlist.top_cell.by_area: "dfrtp_1"
cellLeakagePower_uw: 0.000390
combPwrFrac_pct: 18.3
drt_iter0_markers: 43
antenna-diode-count: 0
viasPerCell: 3.03
holdCritPathClass: "in -> async"
area_growth_syn_to_layout_pct: 29.8
clockBufferDepth: 2
gp_congestion: 0.780
synth_stat.cells: 65
hold_slack_ns: 0.419
path_delay_family: "buffers and inverters"
fin_tns_setup_ns: 0
max_cap_violations: 0
p_switching_uw: 281
clk_pin_slew_ns: 0.06
vias: 460
power.share.clock_pct: 29.8
cts_sinks: 16
ys_warn_count: 0
final_core_util_pct: 14.5
route.detailed.drc: 0
max_freq_mhz: 711
path_max_fanout: 2
timing.final.crit_share_pct: 82.7
p_per_area_nw_per_um2: 1220
die_w_um: 100
top_cell_area_share_pct: 42.9
clk_latency_ns: 0.25
grt_use_met1_pct: 3.97
drt-total-wl_mm: 1.23
dieArea_um2: 10000
top_usage_layer: "met1"
place_area_um2: 855
cts_resized: 0
p_int_uw: 827
syn_avg_cell_area_um2: 10.8
==> cell usage after synthesis (2+ instances only) <==
master,count
xor2_1,2
o21ai_0,5
nand2b_1,2
ha_1,2
nor2_1,2
a31o_1,2
dfstp_2,4
inv_1,6
and3_1,2
a32o_1,2
nand2_1,13
dfrtp_1,12
==> power groups by stage <==
stage | sequential [uW] | clock [uW] | combinational, uW
CTS | 575 | 346 | 208
global route | 587 | 365 | 237
finish | 574 | 331 | 203
==> logic make-up (layout without fill, tap and decap cells) <==
group           after synthesis  after routing  share of synthesized area (%)
compound gates               14             14                           15.9
flops                        16             16                           57.9
buf+inv                       8             18                           5.18
xor+xnor                      2              2                           2.50
simple gates                 23             23                           15.0
fa+ha+maj                     2              2                           3.57
==> final cells by class <==
class	count	area, um2
Timing Repair Buffer	7	65.1
Fill cell	698	5370
Tap cell	77	96.3
Sequential cell	16	405
Inverter	7	28.8
Multi-Input combinational cell	41	259
Clock buffer	4	55.1
==> sequential cells by signal, indices dropped and copies added (netlist names) <==
register / flops
counter: 4
LFSR: 8
CRC: 1
counter_enable: 1
flag: 1
valid: 1
==> final timing paths <==
kind	from	end	slack (ns)	cells after the start
worst max-delay path	valid	valid	0.29	1
worst min register to register	LFSR[1]	LFSR[1]	0.47	2
min in group clk0	LFSR[1]	LFSR[1]	0.47	2
worst min-delay path	RST	counter[2]	0.42	2
max in group asynchronous	RST	LFSR[6]	1.03	2
worst max register to register	flag	LFSR[2]	0.39	4
==> cell usage in the layout, fill, tap and decap left out, types with 2 or more instances in the layout <==
cell type | netlist | layout
o21ai_0 | 5 | 5
dfrtp_1 | 12 | 12
xor2_1 | 2 | 2
a32o_1 | 2 | 2
dfstp_2 | 4 | 4
ha_1 | 2 | 2
clkdlybuf4s50_1 | 0 | 5
and3_1 | 2 | 2
clkbuf_8 | 0 | 4
inv_1 | 6 | 6
buf_4 | 1 | 2
nand2_1 | 13 | 13
nor2_1 | 2 | 2
nand2b_1 | 2 | 2
a31o_1 | 2 | 2
==> through the flow <==
stage,power (uW),std cells
finish,1110,152
global route,1190,152
CTS,1130,152
detailed placement,785,148
global placement,785,148
floorplan,705,65
==> routing by layer <==
metal	share of wire [%]	vias up
li1	-	242
met1	51	207
met2	41	9
met3	6.9	2
met4	1.1	0
met5	0	-
No activity file was given, so power comes from the tool's default toggle rates.
